File: run.sh
#!/bin/bash
# OpenROAD 26Q1-2900-gdf79404cd8, Yosys 0.63+post, stock flow scripts
make -C /OpenROAD-flow-scripts/flow DESIGN_CONFIG=/design/flow/config.mk WORK_HOME=/design/flow/orfs finish
File: config.mk
export PLATFORM = sky130hd
export DESIGN_NAME = Paddle
export DESIGN_NICKNAME = Paddle
export VERILOG_FILES = /design/flow/design.v
export SDC_FILE = /design/flow/constraint.sdc
export NUM_CORES = 4
export LEC_CHECK = 1
export CORE_UTILIZATION = 30
File: constraint.sdc
current_design Paddle

set clk_period 3.2
set clk_io_pct 0.2

create_clock -name clk0 -period $clk_period [get_ports {clk}]

set non_clock_inputs [all_inputs -no_clocks]
set_input_delay [expr $clk_period * $clk_io_pct] -clock clk0 $non_clock_inputs
set_output_delay [expr $clk_period * $clk_io_pct] -clock clk0 [all_outputs]
File: design.v
`timescale 1ns / 1ps
module Main(
	input clk,
	input Pause, Reset, P1_Left, P1_Right, P2_Left, P2_Right, P1_Press, P2_Press,
	output hsync, vsync,
	output [2:0] pixel
    );
	 wire ignore;
	wire [9:0] paddle1_x;
	wire [9:0] paddle2_x;
   wire [8:0] paddle1_y;
	wire [8:0] paddle2_y;
	wire input_clk;
	CLK_DIV #(.divider(500)) input_clk_div(clk, input_clk);
	Paddle paddles(input_clk, ignore, Pause, Reset, P1_Left, P1_Right, P2_Left, P2_Right, P1_Press, P2_Press, paddle1_x, paddle2_x, paddle1_y, paddle2_y);
	wire [9:0] ball_x;
	wire [8:0] ball_y;
	wire [1:0] goal;
	Ball ball(input_clk, ignore, Pause, Reset, P1_Left, P1_Right, P2_Left, P2_Right, P1_Press, P2_Press, goal, paddle1_x, paddle2_x, paddle1_y, paddle2_y, ball_x, ball_y);
	wire [3:0] P1_Score;
	wire [3:0] P2_Score;
	wire [1:0] winner;
	wire score_clk;
	CLK_DIV #(.divider(250)) score_clk_div(clk, score_clk);
	assign ignore = winner != 2'd0;
	Scores scores(score_clk, Reset, ball_y, goal, winner, P1_Score, P2_Score); 
	wire vga_clk;
	DCM vga_clock_dcm (.CLKIN(clk), .CLKFX(vga_clk));
	VGA vga (vga_clk, winner, P1_Score, P2_Score, ball_x, ball_y, paddle1_x, paddle2_x, paddle1_y, paddle2_y, hsync, vsync, pixel);
endmodule
module Paddle(
	 input clk,
	 input ignore,
	 input Pause, Reset, P1_Left, P1_Right, P2_Left, P2_Right, P1_Press, P2_Press,
	 output wire [9:0] paddle1_x, paddle2_x,
    output wire [8:0] paddle1_y, paddle2_y
	 );
	parameter
		INCREMENT = 2;
	reg [9:0] current_paddle1_x = (640 - 100)/2; 
   reg [9:0] current_paddle2_x = (640 - 100)/2;
   reg [8:0] current_paddle1_y = 5'd10+10;
	reg [8:0] current_paddle2_y = 480-5'd10-10-10;
	assign paddle1_x = current_paddle1_x;
	assign paddle2_x = current_paddle2_x;		
	assign paddle1_y = current_paddle1_y;
	assign paddle2_y = current_paddle2_y;
	always  @ (posedge clk)
	begin
		if (Reset) begin
			current_paddle1_x = (640 - 100)/2;
			current_paddle2_x = (640 - 100)/2;
			current_paddle1_y = 5'd10+10;
			current_paddle2_y = 480-5'd10-10-10;
		end
		else if (!ignore) begin
			if(P1_Left)
				current_paddle1_x = (current_paddle1_x <= 5'd10) ? 5'd10 : current_paddle1_x - 1;
			else if(P1_Right)
				current_paddle1_x = (current_paddle1_x >= 640 - 5'd10 - 100) ? 640 - 5'd10 - 100 : current_paddle1_x + 1;
			else
				current_paddle1_x = current_paddle1_x;
			if(P2_Left)
				current_paddle2_x = (current_paddle2_x <= 5'd10) ? 5'd10 : current_paddle2_x - 1;
			else if(P2_Right)
				current_paddle2_x = (current_paddle2_x >= 640 - 5'd10 - 100) ? 640 - 5'd10 - 100 : current_paddle2_x + 1;
			else
				current_paddle2_x = current_paddle2_x;
		end
	end
endmodule
module Ball(
	input clk,
	input ignore,
	input Pause, Reset, P1_Left, P1_Right, P2_Left, P2_Right, P1_Press, P2_Press,
	input [1:0] goal,
	input [9:0] paddle1_x, paddle2_x,
	input [8:0] paddle1_y, paddle2_y,
	output reg [9:0] ball_x,
	output reg [8:0] ball_y
	);
	parameter
		SLOPE = 1;
	reg resting = 1;
	reg [1:0] x_direction = 2'd1;
	reg y_direction = 0;
	reg [9:0] last_x = 0;
	reg [8:0] last_y = 0;
	reg player = 0;
	always @ (posedge clk)
	begin
		if(Reset | resting)
		begin
			if(Reset | player == 0)
			begin
				ball_x = paddle1_x + (100 - 10)/2;
				ball_y = paddle1_y + (5 + 10);
				last_x = ball_x;
				last_y = ball_y;
				resting = !P1_Press;
				if(P1_Left)
					x_direction = 2'd0;
				else if(P1_Right)
					x_direction = 2'd2;
				else
					x_direction = 2'd1;
			end
			else
			begin
				ball_x = paddle2_x + (100 - 10)/2;
				ball_y = paddle2_y - 5 - 10;
				last_x = ball_x;
				last_y = ball_y;
				resting = !P2_Press;
				if(P2_Left)
					x_direction = 2'd0;
				else if(P2_Right)
					x_direction = 2'd2;
				else
					x_direction = 2'd1;
			end
		end
		else
		begin
			if(goal != 0)
			begin
				resting = 1;
				if(goal == 1)
					player = 1;
				else if(goal == 2)
					player = 0;
			end
			if(ball_y + 10 >= paddle2_y && ball_y <= paddle2_y + 10 && ball_x + 10 >= paddle2_x && ball_x <= paddle2_x + 100 ||
				ball_y <= paddle1_y + 10 && ball_y >= paddle1_y && ball_x + 10 >= paddle1_x && ball_x <= paddle1_x + 100)
			begin
				last_x = ball_x;
				last_y = ball_y;
				case(x_direction)
					2'd0: x_direction = 2'd2;
					2'd2: x_direction = 2'd0;
					default: x_direction = 2'd1;
				endcase
				if(y_direction == 0)
				begin
					if(P2_Left)
						x_direction = 2'd0;
					else if(P2_Right)
						x_direction = 2'd2;
					else
						begin
							if(x_direction == 2'd0)
								x_direction = 2'd2;
							else if(x_direction == 2'd2)
								x_direction = 2'd0;
							else
								x_direction = 2'd1;
						end
					y_direction = 1;
				end
				else
				begin
					if(P1_Left)
						x_direction = 2'd0;
					else if(P1_Right)
						x_direction = 2'd2;
					else
						begin
							if(x_direction == 2'd0)
								x_direction = 2'd2;
							else if(x_direction == 2'd2)
								x_direction = 2'd0;
							else
								x_direction = 2'd1;
						end
					y_direction = 0;
				end
			end
			else
			begin
				x_direction = x_direction;
				y_direction = y_direction;
			end	
			case(x_direction)
				2'd0:
					begin
						if(ball_x <= 5'd10)
						begin
							x_direction = 2'd2;
							last_y = ball_y;
							last_x = ball_x;
						end
						else
						begin
							ball_x = ball_x - 1 ;
							ball_y = last_y - (SLOPE * ball_x) + (last_x / SLOPE);
							if(y_direction == 0)
								ball_y = last_y - (SLOPE * ball_x) + (last_x / SLOPE);
							else
								ball_y = last_y + (SLOPE * ball_x) - (last_x / SLOPE);
						end
					end
				2'd1: 
					begin
						ball_y = ball_y + (y_direction == 0 ? 1 : -1);
					end
				2'd2:
					begin
						if(ball_x >= 640 - 5'd10 - 10)
						begin
							x_direction = 2'd0;
							last_y = ball_y;
							last_x = ball_x;
						end
						else
						begin
							ball_x = ball_x + 1;
							if(y_direction == 0)
								ball_y = last_y + (SLOPE * ball_x) - (last_x / SLOPE);
							else
								ball_y = last_y - (SLOPE * ball_x) + (last_x / SLOPE);
						end
					end
				default: begin ball_x = ball_x; ball_y = ball_y; end
			endcase
		end
	end
endmodule
module Scores(
	input clk, Reset,
	input [8:0] ball_y,
	output [1:0] goal, winner,
	output reg [3:0] p1_score, p2_score
	);
	assign goal = ball_y <= 5'd10 ? 2'd2 :
	              ball_y + 10 >= 480 - 5'd10 ? 2'd1 : 2'd0;
	assign winner = p1_score == 4'd9 ? 2'd1 : p2_score == 4'd9 ? 2'd2 : 2'd0;
	always @ (posedge clk)
	begin
		if(Reset)
		begin
			p1_score <= 4'd0;
			p2_score <= 4'd0;
		end
		else
		begin
			if(goal == 2)
				p1_score <= p1_score + 1;
			else if(goal == 1)
				p2_score <= p2_score + 1;
		end
	end
endmodule
module VGA(
    input clk,
	 input [1:0] winner,
	 input [3:0] P1_Score, P2_Score,
	 input [9:0] ball_x,
	 input [8:0] ball_y,
	 input [9:0] paddle1_x, paddle2_x,
    input [8:0] paddle1_y, paddle2_y,
    output reg hsync, vsync,
    output reg [2:0] pixel
    );
reg [9:0] hcount, vcount;
reg [3:0] digit = 4'd0;
reg [11:0] current_digit_address = 0;
wire [2:0] digit_data;
Digits digits_rom(.digit(digit), .address(current_digit_address), .data(digit_data));
reg [12:0] current_message_address = 0;
wire [2:0] message_data;
Messages_ROM messages(.player(winner), .address(current_message_address), .data(message_data));
always @ (posedge clk)
begin
	if(hcount == 799)
	begin
		hcount <= 0;
		if(vcount == 524)
			vcount <= 0;
		else
			vcount <= vcount + 1;
	end
	else
		hcount <= hcount + 1;
	if(vcount >= 490 && vcount < 492)
		vsync <= 0;
	else
		vsync <= 1;
	if(hcount >= 656 && hcount < 752)
		hsync <= 0;
	else
		hsync <= 1;
	if(hcount < 640 && vcount < 480)
	begin
		if (vcount >= 0 && vcount < 5'd10 && hcount >= 0 && hcount < 640)
			pixel <= 3'b010;
		else if (vcount >= 5'd10 && vcount < (5'd10+480-(5'd10*2)) && 
		         hcount >= 0 && hcount < 5'd10)
			pixel <= 3'b010;
		else if (vcount >= (5'd10+480-(5'd10*2)) && vcount < 480 &&
		         hcount >= 0 && hcount < 640)
			pixel <= 3'b010;
		else if (vcount >= 5'd10 && vcount < (5'd10+480-(5'd10*2)) &&
		         hcount >= (5'd10 + 640-(5'd10*2)) && hcount < 640)
			pixel <= 3'b010;
		else if (vcount >= (480 - 5'd10)/2 && vcount < ((480 - 5'd10)/2 + 5'd10) &&
		         hcount >= 5'd10 && hcount < (5'd10 + 640-(5'd10*2)))
			pixel <= 3'b010;
		else if (vcount >= paddle1_y && vcount < (paddle1_y+10) &&
		         hcount >= paddle1_x && hcount < (paddle1_x+100))
			pixel <= 3'b100;
		else if (vcount >= paddle2_y && vcount < (paddle2_y+10) &&
		         hcount >= paddle2_x && hcount < (paddle2_x+100))
			pixel <= 3'b001;
		else if(vcount >= 480/2 - 5'd10/2 - 64 - 10 && vcount < 64 + (480/2 - 5'd10/2 - 64 - 10) &&
				  hcount >= (640 - 64)/2 && hcount  < 64 + (640 - 64)/2)
			begin
				if(current_digit_address < 4095)
					current_digit_address <= current_digit_address + 1;
				else
				begin
					digit <= P1_Score;
					current_digit_address <= 0;
				end
				if(digit_data)
					pixel <= 3'b100;
				else
					pixel <= 3'b000;
		end
		else if(vcount >= 480/2 + 5'd10/2 + 10 && vcount < 64 + (480/2 + 5'd10/2 + 10) &&
			hcount >= (640 - 64)/2 && hcount  < 64 + (640 - 64)/2)
			begin
				if(current_digit_address < 4095)
					current_digit_address <= current_digit_address + 1;
				else
				begin
					digit <= P2_Score;
					current_digit_address <= 0;
				end
				if(digit_data)
					pixel <= 3'b001;
				else
					pixel <= 3'b000;
		end
		else if(vcount >= (480/2 - 5'd10/2 - 64 - 10 - 64 - 10) && vcount < 64 + (480/2 - 5'd10/2 - 64 - 10 - 64 - 10) &&
				  hcount >= (640 - 128)/2 && hcount < 128 + (640 - 128)/2 && winner == 2'd2)
			begin
				if(current_message_address < 8191)
					current_message_address <= current_message_address + 1;
				else
					current_message_address <= 0;
				if(message_data)
					pixel <= 3'b111;
				else
					pixel <= 3'b000;
			end
		else if(vcount >= (480/2 + 5'd10/2 + 10 + 64 + 10) && vcount < 64 + (480/2 + 5'd10/2 + 10 + 64 + 10) &&
				  hcount >= (640 - 128)/2 && hcount < 128 + (640 - 128)/2 && winner == 2'd1)
				begin
				if(current_message_address < 8191)
					current_message_address <= current_message_address + 1;
				else
					current_message_address <= 0;
				if(message_data)
					pixel <= 3'b111;
				else
					pixel <= 3'b000;
			end
		else if(vcount >= ball_y && vcount < (ball_y+10) &&
				  hcount >= ball_x && hcount < (ball_x+10))
				pixel <= 3'b111;	
		else
			pixel <= 3'b000;		
	end
	else
		pixel <= 3'b000;
end
initial
begin
	hcount = 0;
	vcount = 0;
end
endmodule
==> flow_summary.ini <==
; flow metrics
[setup_path]
cp_slowest_cell = o21bai_1
r2r_slack_ns = 1.05
reg2reg_depth = 6
path_cells = clkdlybuf4s50_1 > o21bai_1 > buf_4 > nor2_1 > mux2_2 > nand2_1 > a31oi_1
path_class = primary input to flip-flop
crit_required_ns = 3.34
critPathMaxStageDelay_ns = 0.57
rr_endpoint = current_paddle2_x[8]$_SDFFE_PP1P_
worstPathArrival_ns = 2.37
critPathMaxFanout = 9
cp-end-kind = flip-flop
worstReg2RegStart = current_paddle2_x[1]$_SDFFE_PP1P_
startpoint_type = primary input

[global_route]
grt_max_degree = 16
grt-ovfl-total = 0
grt_pass1_wl_um = 7550
grtUsageTotal_pct = 14.6
grt_pass1_vias = 1485
antenna_found_initial = 0

[pwr]
ir_worst_vdd_v = 0.000148
p_leak_nw = 0.763
p_per_area_nw_per_um2 = 290

[synth]
synth_cell_type_count = 61
ys_cells = 240
yosys_warnings = 1
top_cell = a21oi_1
yosys-top-cells-count = a21oi_1, dfxtp_1, buf_4
ys_seq_share_pct = 21.4
ff_type = dfxtp_1
ys_async_sr_fraction_pct = 0
top_area_share_pct = 21.4
synth-edff-count = 0
ys_chip_area_sq_um = 1870
largest_area_cell = dfxtp_1
area_leaders = dfxtp_1, buf_4, a21oi_1, ha_1, nand2_1
syn_area_sq_um = 1870
synthCells = 240
synth_flop_count = 20
synth.avg_cell_area_sq_um = 7.78

[cells_and_area]
final_util_pct = 36.2
final_cell_area_sq_um = 2150
area_growth_pct = 15.3
drive_gt1_share_pct = 10.9
fillers = 630

[route]
dr.pass1.iters = 5
drc = 0
drtAntennaViolNets = 0
antenna_cells = 0
wirelength_um = 4680
routedWlPerCell_um = 14.1
dr_total_vias = 1793
first_iter_violations = 162
via_per_inst = 5.42

[floorplanning]
num_rows = 28
fp.dieArea_sq_um = 6550
fp.dieH_um = 80.9
ioPinCount = 48
core_util_floorplan_pct = 31.4
die_x_um = 80.9
coreArea_sq_um = 5960

[sta]
setup_tns_ns = 0
relSlewSlack_pct = 55.2
worst_slew_pin_slew_ns = 0.671
rsz0062_at_grt = no
fin_crit_ns = 2.23
timing_hold_violations_final = 0
max_freq_mhz = 448
fin_skew_ns = 0.00390
worst_slack_ns = 0.967
setup_viol = 0
period_used_pct = 69.8
report.final.slew_viol_count = 0

[clocking]
clock.latency.late_pin_ns = 0.27
cts.sinks = 20
postCtsSetupBuffers = 0
cts.clk_slew.worst_paths_ns = 0.09
cts_hold_buf = 0
cts_max_level = 1
numCtsBuffers = 3
cts_tree = yes
cts_resized = 0
clock_path_buffers = 2
cts_root_buffer = clkbuf_8

[hold_path]
whs_endpoint = current_paddle1_x[9]$_SDFFE_PP0P_
hp-start = current_paddle1_x[9]$_SDFFE_PP0P_
hp-class = flip-flop to flip-flop
hold_depth = 2

[place]
dp_hpwl_um = 3270
pre_cts_slack_ns = 0.659
placed_cell_area_sq_um = 2100
io_buffers = 26
gp_congestion = 0.844

[job]
log.warning_count = 32
drv_cap = 0

[outcome]
outcome = completed
registers in the layout (all words and copies together) (netlist names):
| register | cells |
|---|---|
| current_paddle1_x | 10 |
| current_paddle2_x | 10 |
metal layers:
layer	wire, um	up-vias	track usage (%)
met3	342	4	1.82
met2	1990	70	20.3
met5	0	-	0
li1	-	893	-
met4	45	0	2.68
met1	2300	826	24.1
kinds of logic after synthesis:
group	count (synthesis)	share of synthesized area (%)
buffers and inverters	43	13.3
other	2	0.402
multiplexers	4	2.41
AND/OR/NAND/NOR	84	25.7
flip-flops	20	21.4
AND-OR/OR-AND	75	29.9
XOR/XNOR	6	2.81
adder cells (fa/ha/maj)	6	4.02
layout make-up:
| class | count | area (sq um) | share of cell area [%] |
|---|---|---|---|
| well taps | 75 | 93.8 | 4.36 |
| flip-flops and latches | 20 | 400 | 18.6 |
| clock buffers | 4 | 55.1 | 2.56 |
| multi-input cells | 193 | 1280 | 59.4 |
| inverters | 9 | 33.8 | 1.57 |
| repair buffers | 30 | 290 | 13.5 |
layout by cell type (no fill, tap or decap), types with 5 or more instances in the layout:
| master | instances |
|---|---|
| nand2_1 | 18 |
| nor3_1 | 7 |
| ha_1 | 6 |
| nor2_1 | 17 |
| conb_1 | 18 |
| nand3_1 | 10 |
| clkdlybuf4s50_1 | 26 |
| and3_1 | 5 |
| inv_1 | 9 |
| dfxtp_1 | 20 |
| o21ai_0 | 11 |
| a21oi_1 | 22 |
worst max-delay path: cells and delay by family:
family / cells / cell delay (ns)
buf+inv: 2 / 0.72
compound gates: 2 / 0.63
mux: 1 / 0.26
simple gates: 2 / 0.11
stage by stage:
stage	hold WS (ns)	power, mW	std cells
2_1_floorplan	0.475	0.384	256
3_3_place_gp	0.534	0.421	327
3_5_place_dp	0.524	0.422	327
4_1_cts	0.543	0.632	331
5_1_grt	0.574	0.662	331
6_report	0.549	0.625	331
worst max-delay path by stage:
stage / startpoint / to / cells past startpoint
after CTS: P2_Left / current_paddle2_x[6]$_SDFFE_PP0P_ / 7
final: P2_Left / current_paddle2_x[6]$_SDFFE_PP0P_ / 7
after global routing: P2_Left / current_paddle2_x[2]$_SDFFE_PP1P_ / 7
where the power goes:
part           internal, mW  switching (mW)
clock network         0.110          0.0989
logic                0.0648          0.0670
registers             0.258          0.0263
total                 0.433           0.192
Power and IR drop assume default switching activity.
